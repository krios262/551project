==> /design/flow/design.v <==
module addrUnit(output reg [15:0] addr, input Clk1, input [5:0] imm_offset,
    input [15:0] addrBase, input [15:0] PC, input setPC, input updateAddr,
    input [3:0] inc_offset);
  reg [15:0] ex_offset;
  reg [15:0] ex_inc_offset;
  always@(posedge Clk1) begin
    if (setPC)
      addr <= PC;
    else if (updateAddr)
      addr <= addrBase + ex_offset + ex_inc_offset;
    else
      addr <= addr;
  end
  always@(imm_offset, inc_offset) begin
    ex_offset = { {10{imm_offset[5]}}, imm_offset};
    ex_inc_offset = { {12{imm_offset[3]}}, inc_offset};
  end
endmodule
==> /design/flow/run.sh <==
#!/bin/bash
# OpenROAD 26Q1-2900-gdf79404cd8, Yosys 0.63+post, stock flow scripts
make -C /OpenROAD-flow-scripts/flow DESIGN_CONFIG=/design/flow/config.mk WORK_HOME=/design/flow/orfs finish
==> /design/flow/config.mk <==
export PLATFORM = sky130hd
export DESIGN_NAME = addrUnit
export DESIGN_NICKNAME = addrUnit
export VERILOG_FILES = /design/flow/design.v
export SDC_FILE = /design/flow/constraint.sdc
export NUM_CORES = 4
export LEC_CHECK = 1
export CORE_AREA = 10 10 101 101
export DIE_AREA = 0 0 111 111
==> /design/flow/constraint.sdc <==
current_design addrUnit

set clk_period 15.8
set clk_io_pct 0.2

create_clock -name clk0 -period $clk_period [get_ports {Clk1}]

set non_clock_inputs [all_inputs -no_clocks]
set_input_delay [expr $clk_period * $clk_io_pct] -clock clk0 $non_clock_inputs
set_output_delay [expr $clk_period * $clk_io_pct] -clock clk0 [all_outputs]
==> Changelog: implementation <==
### Physical design

* Slowest stage delay, CP at between 0.9 and 1 ns
* Gr ovfl total at 0
* Number of max-cap violations at 0
* Die W at 111 µm
* Minimum clock period at around 6.1 ns
* Slew @ Worst Pin at approximately 0.7 ns
* CTS buffer count at 3
* Area growth, synth to finish at 45.4%
* Core footprint at between 0.008 and 0.009 mm²
* Peak supply drop at around 26 µV
* Setup Total Neg Slack at 0 ns
* Crit path max-delay cell type: clkdlybuf4s50_1
* Pre-Place Util at 0.209
* Dominant register cell: edfxtp_1
* Final Cell Area at roughly 0.0025 mm²
* Final setup margin at between 9 and 10 ns
* Ys Warns at 1
* Slew HR at 0.543
* PortBufs at ~60
* Levels on crit path at 9
* Total Power at around 0.2 mW
* Critical setup path kind: in -> reg
* DP Worst Slack at 9.40 ns
* Comb area leader: adder cells
* CTS clk-pin slew, worst paths at roughly 0.06 ns
* Distinct lib cells used at 37
* Flip-flops with a built-in enable at 16
* WL final at approximately 4200 µm
* Post-CTS Hold Fix Bufs at 0
* CP startpoint: imm_offset[5]
* CTS root buf: clkbuf_8
* Total setup buffers inserted after CTS at 0
* Die height at 111 µm
* Crit path capture: addr[13]
* ANT nets after route at 0
* Status: completed
* Residual DRC at 0
* Gpl congestion at 0.855
* Pins Over Slew Limit at 0
* Most frequent logic cell in the layout: clkdlybuf4s50_1
* CP arrival at roughly 6.1 ns
* Yosys xor share at 0.0464
* Non-Filler Instances at 337
* First-pass GRT wire length at roughly 7000 µm
* Multi-input logic area at around 0.0011 mm²
* CP Launch Type: input port
* Cell Pwr Density at about 80 mW/mm²
* Worst path required time at approximately 16 ns
* DP Cell Count at 333
* Sequential cell area at 480 µm²
* WP buf/inv at 1
* Top Layout Cells: clkdlybuf4s50_1, nand2_1, o21ai_0
* Largest register FFs at 16
* Area post-placement at 0.00243 mm²
* Timing-limited maximum frequency at 163 MHz
* TritonCTS clock tree: done
* Sequential fraction of the synthesis area at 0.283
* Longest Clk Path Bufs at 2
* Gr usage total at 0.0671
* Asr flop ratio synth at 0
* Rows at 33
* Synth Instances at roughly 170
* Ys flops at 16
* Post-Synth Simple-Gate Area at 0.123
* Log Warnings at 26
* # IOs at about 61
* CP delay by family, top: buffers and inverters
* Yosys Chip Area at between 0.0015 and 0.002 mm²
* FILL cells at approximately 830
* Adder Area Share at 0.299
* WL/cell at roughly 12 µm
* Iteration-0 DRC Markers at 35
* Vias per inst at about 4.1
* Share of cells above drive strength 1 at 0.0431
* # setup viols final at 0
* CP cell instances: clkdlybuf4s50_1 > fa_1 > ha_1 > o21a_1 > o31a_1 > or3_4 > a21oi_4 > mux2i_1 > o311ai_1
* Syn Std Cell Area at 0.00170 mm²
* Top flop regs: addr: 16 flops
* Pin count of the biggest net entering global routing at 37
* H-tree Lvls at 1
* Vias in the first global route at ~1500
* Die Size at between 0.01 and 0.015 mm²
* Final worst-path cycle share at 0.387
* DRT Pass-1 Iters at 5
* Worst hold-check path type: in -> reg
* Core Util, Final at 0.304
* Unrepaired setup endpoints after global routing: no
* CP max FO at 11
* Area share of and-or/or-and cells after synthesis at 0.196
* HPWL Detailed at roughly 3600 µm
* Top reg by flops: addr
* Initial antenna violation count at 0
* Final Hold Vio Count at 0
* Static Leak at between 0.9 and 1 nW
* CTS sink cnt at 16
* MUX area fraction at 0.0125
* DR vias at 1397
* Ys cells at between 150 and 200
* Ant diodes at 0
* Syn avg cell area at approximately 9.9 µm²
* WHS at around 3.6 ns
* CP endpoint kind: flop
* Post_cts resized at 0
-- Yosys cell counts, types with 2 or more instances --
cell type  number  area, µm²
nor2_1          9       33.8
a211oi_1        3       22.5
a21o_1          4       30.0
nand2_1        20       75.1
edfxtp_1       16        480
o21bai_1        3       22.5
inv_1          13       48.8
o21a_1          3       22.5
xor2_1          3       26.3
o311ai_1        2       17.5
nand4_1         2       12.5
nand3_1         2       10.0
xnor2_1         6       52.6
o31ai_1         3       22.5
ha_1           15        188
a21oi_1         7       35.0
nor3_1          5       25.0
o22ai_1         2       12.5
o21ai_0        17       85.1
clkbuf_1        4       15.0
fa_1           16        320
-- per-layer routing --
layer | up-vias | share of wire | global-route usage
met5 | - | 0 | 0
met4 | 0 | 0.010 | 0.00955
met3 | 2 | 0.081 | 0.0219
met2 | 41 | 0.46 | 0.105
met1 | 614 | 0.45 | 0.0911
li1 | 740 | - | -
-- worst min-delay path by stage --
stage	startpoint	end	slack [ns]	cells after the start
global route	PC[6]	addr[6]	3.58	3
finish	PC[5]	addr[5]	3.58	2
CTS	PC[5]	addr[5]	3.57	2
-- layout make-up --
type / instances / area share
multi-input cells: 137 / 0.465
repair buffers: 62 / 0.249
flip-flops and latches: 16 / 0.194
well taps: 105 / 0.0532
inverters: 13 / 0.0197
clock buffers: 3 / 0.0167
clock inverters: 1 / 0.00152
-- logic make-up after synthesis --
family | after synthesis
xor+xnor | 9
simple gates | 44
mux | 2
buf+inv | 18
fa+ha+maj | 31
flops | 16
compound gates | 51
-- power by group --
part	internal (mW)	switching [mW]	total, mW
sequential	0.0586	0.00206	0.0606
combinational	0.0585	0.0483	0.107
clock	0.0172	0.0128	0.0300
total	0.134	0.0631	0.197
Power figures rest on the tool's default switching activity, not on a simulated workload.
