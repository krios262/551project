===== ./design.v =====
module PCunit(output reg [15:0] PC, input [11:0] offset, input Clk2, input updatePC,
    input jump, input reset, input overflow);
  reg [15:0] ex_offset;
  always@(posedge Clk2) begin
    if (reset)
      PC <= 16'h0000;
    else if (overflow)
      PC <= 16'hfff0;
    else
      if (updatePC)
        if (jump)
          PC <= PC + ex_offset;
        else
          PC <= PC + 1;
      else
        PC <= PC;
  end
  always@(offset) begin
    ex_offset = { {4{offset[11]}}, offset};
  end
endmodule

===== ./run.sh =====
#!/bin/bash
# OpenROAD 26Q1-2900-gdf79404cd8, Yosys 0.63+post, stock flow scripts
make -C /OpenROAD-flow-scripts/flow DESIGN_CONFIG=/design/flow/config.mk WORK_HOME=/design/flow/orfs finish

===== ./config.mk =====
export PLATFORM = sky130hd
export DESIGN_NAME = PCunit
export DESIGN_NICKNAME = PCunit
export VERILOG_FILES = /design/flow/design.v
export SDC_FILE = /design/flow/constraint.sdc
export NUM_CORES = 4
export LEC_CHECK = 1
export CORE_AREA = 10 10 89 89
export DIE_AREA = 0 0 99 99

===== ./constraint.sdc =====
current_design PCunit

set clk_period 5.1
set clk_io_pct 0.2

create_clock -name clk0 -period $clk_period [get_ports {Clk2}]

set non_clock_inputs [all_inputs -no_clocks]
set_input_delay [expr $clk_period * $clk_io_pct] -clock clk0 $non_clock_inputs
set_output_delay [expr $clk_period * $clk_io_pct] -clock clk0 [all_outputs]

==> CHANGELOG.md <==
## Flow update

- Status: complete, no violations
- Setup repair bufs after CTS: 0
- FP Util: 0.240
- Die Y: between 90 and 100 microns
- Worst skew pair latency: around 0.25 ns
- CTS H-tree depth: 1
- Leak: about 0.73 nW
- Critical path data required time: ~5.3 ns
- Comb gate area: between 0.001 and 0.0015 sq mm
- Slew HR: 0.522
- RSZ-0062 raised after global routing: no
- Power share of the sequential group: 0.382
- Setup TNS: 0 ns
- Vias in the first global route: approximately 1.5k
- Remaining DRCs: 0
- Tool warnings: 25
- Kind of critical path: in -> reg
- Combinational cell fraction of total power: 0.367
- Synth Instances: roughly 180
- Setup Viol. Count Final: 0
- Max VDD drop: 59.8 uV
- Total gr overflow: 0
- Global-route wire length before repair: 7060 microns
- Num rows: 28
- Hold wc startpoint: PC[2]
- WL final: between 4000 and 5000 microns
- DRT iter0 DRCs: roughly 150
- Critical Path Sink Type: flip-flop
- Largest net degree at the start of global routing: 26
- Yosys stat chip area: between 0.001 and 0.0015 sq mm
- # Cells Yosys: about 180
- Finished Cell Area: around 0.0019 sq mm
- Yosys xor share: 0.0365
- Most used flip-flop cell: dfxtp_1
- Clock share of power: 0.251
- DP Area: between 0.0015 and 0.002 sq mm
- Max FO, Critical Path: 12
- Hold Violations, Final: 0
- Reg area: about 320 sq um
- Worst R2R Start: PC[9]
- Die ar.: roughly 0.0098 sq mm
- CTS tree: done
- Worst r2r path cells: 7
- Max FFs per register: 16
- Inserted Clock Buffers: 3
- Layout cell share with drive strength beyond 1: 0.0478
- Worst Hold Path Cells: 2
- DP HPWL: a little over 3000 microns
- Fillers: ~630
- Clk_skew: 0.00361 ns
- Crit path arrival time: between 3 and 4 ns
- Avg Cell Area, Syn: around 7.9 sq um
- Syn. warnings: 1
- Pre-CTS WS: ~1.2 ns
- Avg WL per Cell: between 10 and 15 microns
- Routed Antenna Nets: 0
- Final total power: approximately 0.00039 W
- TritonRoute pass-1 iters: 4
- Worst r2r dst: PC[13]
- Fin crit share: 0.708
- Hold crit path type: reg -> reg
- Unique cell types: 46
- Post-synth mux share: 0.0348
- PD cells: 207 mW/mm^2
- Worst slew pin tran: between 0.7 and 0.8 ns
- Net Sw Frac: 0.320
- WHS: roughly 0.52 ns
- Vias/cell: slightly above 5
- Maximum clock insertion buffer count: 2
- Post_cts resized: 0
- Aoi/oai-family share of the synthesized area: 0.294
- CTS root buffer: clkbuf_8
- Asr flop ratio synth: 0
- Post-synthesis sequential area ratio: 0.223
- Top Registers: PC: 16 flops
- Crit path time final: ~3.6 ns
- Via count: between 1k and 1.5k
- Post-CTS Hold Buffers: 0
- Ys flops: 16
- Largest register by flop count: PC
- Worst reg2reg setup slack: 2.80 ns
- Sink Count: 16
- Max Clk Rate: between 200 and 300 MHz
- Mapped Area: 0.00144 sq mm
- Hold Path End: PC[2]
- Final worst setup slack: between 1 and 1.5 ns
- Antenna cell count: 0
- Routability cong.: approximately 0.90
- Simple-Gate Fraction of Synth Area: 0.249
- Number of enable flip-flop cells: 0
- Startpoint Class: input port
- Gr usage total: 0.0839
- Switching power: ~0.00012 W
- Antenna violations before repair: 0
- Comb area leader: AND-OR/OR-AND gates
- PortBufs: 32
- Die X: 99 microns
- Max Cap Viol: 0
- P_int: about 0.00026 W
- Post-synthesis adder-cell area fraction: 0.127
- Area grow syn2layout: 29.8%
- Core box area: between 0.005 and 0.006 sq mm
- Clock slew seen by the registers of the worst setup and hold paths: about 0.070 ns
- # IOs: 33
- Final Slew Violations: 0
-- layout make-up --
type	count	share of cell area
Clock buffer	3	0.0221
Timing Repair Buffer	33	0.175
Multi-Input combinational cell	152	0.571
Sequential cell	16	0.171
Inverter	5	0.0100
Tap cell	75	0.0502
-- power by group through the flow --
stage / Clock, W / Sequential (W) / Combinational [W]
after CTS: 0.000103 / 0.000147 / 0.000143
after global routing: 0.000106 / 0.000150 / 0.000160
final: 0.0000968 / 0.000147 / 0.000142
-- per-stage QoR --
stage,utilization,std cells
after CTS,0.312,284
after global placement,0.305,281
after floorplan,-,182
final,0.312,284
after detailed placement,0.305,281
after global routing,0.312,284
-- cells by family (layout without fill, tap and decap cells) --
| group | after synthesis | count (layout) |
|---|---|---|
| AOI/OAI and AO/OA | 59 | 59 |
| xor gates and xnor gates | 6 | 6 |
| adders and majority gates | 14 | 14 |
| buffers and inverters | 14 | 41 |
| DFF | 16 | 16 |
| muxes | 5 | 5 |
| and+or+nand+nor | 68 | 68 |
-- synthesized netlist by cell type (2+ instances only) --
| library cell | n | share of area |
|---|---|---|
| o21ai_0 | 8 | 0.028 |
| a21oi_1 | 12 | 0.042 |
| a31oi_1 | 4 | 0.017 |
| and3_1 | 3 | 0.013 |
| nand2_1 | 11 | 0.029 |
| ha_1 | 13 | 0.11 |
| nor3_1 | 13 | 0.045 |
| o211ai_1 | 2 | 0.010 |
| a211oi_1 | 4 | 0.021 |
| nand3_1 | 4 | 0.014 |
| clkbuf_1 | 8 | 0.021 |
| a311oi_1 | 2 | 0.012 |
| and2_1 | 10 | 0.043 |
| a21o_1 | 4 | 0.021 |
| xnor2_1 | 4 | 0.024 |
| or4_1 | 2 | 0.010 |
| xor2_1 | 2 | 0.012 |
| a21oi_2 | 2 | 0.012 |
| mux2i_1 | 5 | 0.035 |
| a2111oi_0 | 5 | 0.030 |
| o21a_1 | 4 | 0.021 |
| nand2b_1 | 3 | 0.013 |
| nor2_1 | 13 | 0.034 |
| nand4_1 | 2 | 0.0087 |
| nor4_1 | 2 | 0.0087 |
| dfxtp_1 | 16 | 0.22 |
| a22oi_1 | 2 | 0.010 |
| inv_1 | 4 | 0.010 |
-- worst max-delay path, cell delays in order --
cell and delay, ns:
clkdlybuf4s50_1 0.72, and2_1 0.24, ha_1 0.25, a211oi_1 0.39, o21ai_1 0.15, nand3_1 0.22, a22oi_1 0.13, or4_1 0.48
and3_1 0.15
-- routing by layer --
layer | part of all wire | track usage | up-vias
li1 | - | - | 744
met1 | 0.44 | 0.107 | 696
met2 | 0.48 | 0.137 | 24
met3 | 0.067 | 0.0275 | 4
met4 | 0.0099 | 0.0121 | 0
met5 | 0 | 0 | -
-- worst max path at each step --
| stage | from | end | slack (ns) | cells past startpoint |
|---|---|---|---|---|
| 4_1_cts | jump | PC[13] | 1.45 | 9 |
| 5_1_grt | jump | PC[13] | 1.20 | 9 |
| 6_report | jump | PC[13] | 1.49 | 9 |
-- cells in the final DEF (no fill, tap or decap), drive strengths merged, types with 3 or more instances in the layout --
| master | n |
|---|---|
| clkdlybuf4s50 | 32 |
| nand3 | 4 |
| a31oi | 4 |
| ha | 13 |
| a2111oi | 5 |
| nor2 | 13 |
| o21a | 4 |
| dfxtp | 16 |
| nand2b | 3 |
| nand2 | 12 |
| a21o | 4 |
| mux2i | 5 |
| a211oi | 4 |
| clkbuf | 3 |
| and2 | 10 |
| and3 | 3 |
| a21oi | 14 |
| xnor2 | 4 |
| inv | 4 |
| nor3 | 13 |
| o21ai | 9 |
Power figures rest on the tool's default switching activity, not on a simulated workload.
