==> ./design.v <==
module offsetu(output reg [3:0] offset, input Reset, input Clk2,
    input offsetInc);
  always@(posedge Clk2) begin
    if (Reset)
      offset <= 4'b0;
    else
      if (offsetInc)
        offset <= offset + 1;
      else
        offset <= offset;
  end
endmodule
==> ./run.sh <==
#!/bin/bash
# OpenROAD 26Q1-2900-gdf79404cd8, Yosys 0.63+post, stock flow scripts
make -C /OpenROAD-flow-scripts/flow DESIGN_CONFIG=/design/flow/config.mk WORK_HOME=/design/flow/orfs finish
==> ./config.mk <==
export PLATFORM = sky130hd
export DESIGN_NAME = offsetu
export DESIGN_NICKNAME = offsetu
export VERILOG_FILES = /design/flow/design.v
export SDC_FILE = /design/flow/constraint.sdc
export NUM_CORES = 4
export LEC_CHECK = 1
export CORE_AREA = 10 10 70 70
export DIE_AREA = 0 0 80 80
==> ./constraint.sdc <==
current_design offsetu

set clk_period 1.0
set clk_io_pct 0.2

create_clock -name clk0 -period $clk_period [get_ports {Clk2}]

set non_clock_inputs [all_inputs -no_clocks]
set_input_delay [expr $clk_period * $clk_io_pct] -clock clk0 $non_clock_inputs
set_output_delay [expr $clk_period * $clk_io_pct] -clock clk0 [all_outputs]
==> flow_summary.yaml <==
# physical design summary
outcome:
  status: "finished with violations"
  failed_checks: "setup timing"
synth:
  top_area_frac: 0.4476
  yosys_warnings: 1
  yosys_area_um2: 178.9
  ys_sh_simple: 0.2098
  synth_cell_types: 11
  synth.area.mux_share: 0.1399
  yosys_cells: 16
  synth.area.top_cells: "dfxtp_1 (45%), mux2_4 (8.4%), ha_1 (7.0%)"
  syn_area_per_cell_um2: 11.18
  synth_cells: 16
  xor_share: 0.04895
  synth_area_um2: 178.9
  top_logic_kind: "simple AND/OR/NAND/NOR gates"
  synthAoiAreaFrac: 0.08392
  adder_share: 0.06993
  synth_flops: 4
  ys_seq_share: 0.4476
  yosysTopAreaCell: "dfxtp_1"
hold_path:
  hold_start: "offset[1]$_SDFFE_PP0P_"
  hold_depth: 3
  hold_path.class: "register to register"
  hold_end: "offset[1]$_SDFFE_PP0P_"
floorplan:
  die_area_mm2: 0.006400
  ioPinCount: 7
  die_h_um: 80
  fp-utilization: 0.05238
  fp.coreArea_mm2: 0.003416
  die_width_um: 80
  rows: 21
final_timing:
  relSlewSlack: 0.9044
  rsz0062_at_grt: "true"
  layout_setup_ws_ns: -0.03053
  setup_viol: 3
  hold_violations: 0
  finalCritPeriodShare: 1.031
  tightest_slew_ns: 0.1395
  period_needed_ns: 1.031
  clock.fmax_ghz: 0.9704
  finClkSkew_ns: 0.003522
  maxSlewViolCount: 0
clock_tree:
  clock_path_buffers: 2
  root_buffer: "clkbuf_4"
  cts_sinks: 4
  tritoncts: "built"
  clk_pin_slew_ns: 0.03
  cts_max_level: 1
  cts_buffers: 3
  clock.latency.late_pin_ns: 0.24
detailed_routing:
  drc: 0
  antenna_left: 0
  dr.pass1.iters: 2
  vias: 179
  wl_per_cell_um: 6.975
  drt_iter0_drc: 2
  wl_um: 551
  vias_per_cell: 2.266
  num_antenna_cells: 0
global_routing:
  grt_use_total: 0.01807
  grt_pass1_wl_um: 855
  grt_overflow: 0
  grt_max_degree: 5
  antenna_found_initial: 0
  grt_pass1_vias: 183
power:
  sw_frac_of_total: 0.2262
  p_seq_frac: 0.375
  p_leak_nw: 0.1685
  power_density_mw_per_mm2: 1163
  internal_power_mw: 0.3647
  ir_drop_uv: 397.0
  switching_power_mw: 0.1066
  clkPwrFrac: 0.426
  p_comb_frac: 0.200
  power.total_mw: 0.4713
setup_path:
  required_ns: 1.12
  cp-end-kind: "register"
  crit_arrival_ns: 1.15
  r2r_end: "offset[1]$_SDFFE_PP0P_"
  worstSetupStartpointType: "register"
  crit_fanout: 2
  critical_path_class: "register to register"
  rr_worst_depth: 5
  reg2reg_slack_ns: -0.03
  r2r-start: "offset[1]$_SDFFE_PP0P_"
layout:
  largest_reg_flops: 4
  regMostFlops: "offset"
  instances_no_fill: 79
  post-route-util: 0.1187
  largestRegisters: "offset: 4 flops"
  area_growth_pct: 126.6
  drive_above_1_share: 0.6364
place:
  io_buffers: 6
  dp.cells: 73
  gp_congestion: 0.6599
  hpwl_um: 406.3
  dp_slack_ns: -0.2438
flow_run:
  tool_warnings: 27
  maxCapViolations: 0
-- worst max-delay path by stage --
stage,from,end,slack (ns),depth (start not counted)
finish,offset[1]$_SDFFE_PP0P_,offset[1]$_SDFFE_PP0P_,-0.03,5
global route,offset[1]$_SDFFE_PP0P_,offset[1]$_SDFFE_PP0P_,-0.09,5
CTS,offset[1]$_SDFFE_PP0P_,offset[1]$_SDFFE_PP0P_,-0.05,5
-- synthesized netlist by cell type --
master and instances:
a21oi_1 1, mux2i_1 1, nand3b_1 1, nor2b_1 1
xnor2_1 1, dfxtp_1 4, nand4_2 1, a21bo_2 1
ha_1 1, nor2_1 3, mux2_4 1
-- critical path, cell delays in order, from the launching register on --
cell and delay (ns):
dfxtp_2 0.31, buf_6 0.11, buf_6 0.11, ha_4 0.19, mux2i_1 0.14, nor2_1 0.05
-- stage by stage --
step	cell area (µm²)	setup TNS (ns)	hold WS, ns
4_1_cts	401.6	-0.1119	0.6016
5_1_grt	405.4	-0.2402	0.6315
2_1_floorplan	178.9	0	0.2691
3_5_place_dp	334.1	-0.9355	0.5362
3_3_place_gp	334.1	-0.8751	0.5177
6_report	405.4	-0.08893	0.5861
-- cells in the final DEF, fill, tap and decap left out --
cell             count
buf_6                2
buf_4                7
clkdlybuf4s50_1      2
clkbuf_4             3
ha_4                 1
nor2b_1              1
mux2i_1              1
clkdlybuf4s15_1      3
a21bo_2              1
nor2_1               3
xnor2_1              1
a21oi_2              1
dfxtp_2              4
mux2_4               1
nand3b_1             1
nand4_2              1
-- routing by layer --
| layer | share of wire | wire length [µm] | track usage | vias to the layer above |
|---|---|---|---|---|
| li1 | - | - | - | 91 |
| met4 | 0 | 0 | 0.005282 | 0 |
| met1 | 0.50 | 275 | 0.02264 | 81 |
| met3 | 0.12 | 68 | 0.01818 | 0 |
| met2 | 0.37 | 206 | 0.02006 | 7 |
| met5 | 0 | 0 | 0 | - |
-- kinds of logic (layout without fill, tap and decap cells) --
kind of cell | after synthesis | count (layout)
adder cells (fa/ha/maj) | 1 | 1
AND-OR/OR-AND | 2 | 2
AND/OR/NAND/NOR | 6 | 6
multiplexers | 2 | 2
buffers and inverters | 0 | 17
XOR/XNOR | 1 | 1
flip-flops | 4 | 4
-- power by group through the flow --
stage | combinational [mW] | clock, mW | sequential (mW)
CTS | 0.0950 | 0.211 | 0.176
global route | 0.104 | 0.220 | 0.178
finish | 0.0942 | 0.201 | 0.177
-- repair_timing --
item,CTS,global route
hold endpoints to repair,0,0
pin swaps,3,2
hold buffers,0,0
gates resized,13,3
setup endpoints to repair,6,7
buffers inserted,3,0
-- final cells by class --
class | count | area (µm²)
multi-input cells | 12 | 115.1
flip-flops and latches | 4 | 85.08
repair buffers | 14 | 125.1
fillers | 394 | 3010
well taps | 46 | 57.56
clock buffers | 3 | 22.52
Power and IR drop assume default switching activity.
